==> ./run.sh <==
#!/bin/bash
# OpenROAD 26Q1-2900-gdf79404cd8, Yosys 0.63+post, stock flow scripts
make -C /OpenROAD-flow-scripts/flow DESIGN_CONFIG=/design/flow/config.mk WORK_HOME=/design/flow/orfs finish
==> ./constraint.sdc <==
current_design u

set clk_period 1.0
set clk_io_pct 0.2

create_clock -name clk0 -period $clk_period [get_ports {clk}]

set non_clock_inputs [all_inputs -no_clocks]
set_input_delay [expr $clk_period * $clk_io_pct] -clock clk0 $non_clock_inputs
set_output_delay [expr $clk_period * $clk_io_pct] -clock clk0 [all_outputs]
==> ./config.mk <==
export PLATFORM = sky130hd
export DESIGN_NAME = u
export DESIGN_NICKNAME = u
export VERILOG_FILES = /design/flow/design.v
export SDC_FILE = /design/flow/constraint.sdc
export NUM_CORES = 4
export LEC_CHECK = 1
export CORE_AREA = 10 10 78 78
export DIE_AREA = 0 0 88 88
==> ./design.v <==
module u( clk, clr, ena,a,b,c,d);
  input [0:4] clk;
  input [0:4] ena;
  input [0:4] clr;
  input  [0:20] b;
  input  [0:20] c;
  input  [0:20] d;
  output [0:20] a;
  reg    [0:20] a;
always @( posedge clk[1]  )
    a[0] = d[0];
always @( posedge clk[2]  )
  if(ena[2])
    a[1] = c[1];
always @( posedge clk[4]  )
    a[2] = d[2];
always @( posedge clk[4]  )
  if(ena[1])
    a[3] = c[3];
always @( posedge clk[2]  )
  if(ena[4])
    a[4] = d[4];
always @( posedge clk[2] or posedge clr[3] )
  if(  clr[3]) a[5] = 0; else
  if(ena[2])
    a[5] = b[5];
always @( posedge clk[3] or posedge clr[2] )
  if(  clr[2]) a[6] = 0; else
    a[6] = b[6];
always @( posedge clk[2] or negedge clr[4] )
  if(! clr[4]) a[7] = 0; else
  if(ena[4])
    a[7] = d[7];
always @( posedge clk[1] or posedge clr[2] )
  if(  clr[2]) a[8] = 0; else
    a[8] = d[8];
always @( posedge clk[2]  )
  if(!ena[3])
    a[9] = b[9];
always @( posedge clk[3]  )
    a[10] = c[10];
always @( negedge clk[2] or posedge clr[2] )
  if(  clr[2]) a[11] = 0; else
    a[11] = b[11];
always @( posedge clk[3] or posedge clr[4] )
  if(  clr[4]) a[12] = 0; else
    a[12] = d[12];
always @( posedge clk[4] or posedge clr[1] )
  if(  clr[1]) a[13] = 0; else
  if(ena[1])
    a[13] = d[13];
always @( posedge clk[4] or posedge clr[2] )
  if(  clr[2]) a[14] = 0; else
  if(!ena[4])
    a[14] = d[14];
always @( posedge clk[4]  )
    a[15] = d[15];
always @( posedge clk[4]  )
  if(ena[2])
    a[16] = d[16];
always @( posedge clk[3] or negedge clr[2] )
  if(! clr[2]) a[17] = 0; else
    a[17] = c[17];
always @( posedge clk[4] or negedge clr[3] )
  if(! clr[3]) a[18] = 0; else
  if(ena[2])
    a[18] = b[18];
always @( posedge clk[2] or posedge clr[2] )
  if(  clr[2]) a[19] = 0; else
    a[19] = c[19];
always @( posedge clk[1]  )
    a[20] = c[20];
endmodule
==> out/qor.txt <==
Worst setup EP type: primary output
Worst path arrival time: 1.21 ns
I/O Buffers: 50
Synth Seq Share: 0.875
# diodes: 0
Starting DRC count in detailed routing: 7
Hold Violations, Final: 0
Yosys xor share: 0
Largest area contributor in the netlist: dfrtp_1
Worst hold slack: 0.139 ns
Total gr overflow: 0
DRT Pass-1 Iters: 2
Die area: 7740 sq um
Total number of vias: 508
DRC: 0
Worst slew margin: 0.878
Dpl ws: -0.533 ns
Largest register FFs: 21
Crit path cell chain: buf_2
Register share of total power: 0.380
Clk network pwr share: 0.531
RSZ-0062 raised after global routing: true
Die Wd: 88 um
Ys flops: 21
Row cnt: 24
Sw Ratio: 0.130
Via-per-instance ratio: 3.30
Core area: 4410 sq um
First-pass GRT wire length: 3000 um
Placed insts: 138
Top cells excl fill/tap: clkdlybuf4s50_1, clkbuf_8, dfrtp_1
Pin count of the biggest net entering global routing: 5
Met2 WL: 1010 um
Routed length per instance: 13.0 um
Area Overhead vs Synth: 124%
Pwr Density: 1890 nW/um^2
Slew @ Worst Pin: 0.183 ns
Non-filler instance count after layout: 154
Antenna violations before repair: 0
Worst-path fanout max: 1
Largest stage delay, worst path: 0.38 ns
Worst hold-check path type: input port to async pin
Sink Count: 21
Overall Global Routing Usage: 0.0494
Postcts setup bufs: 0
Final setup violation count: 1
Synth Area per Inst: 19.4 sq um
Mux share: 0.0938
Status: complete, but fails checks
Via count of the first global-routing pass: 622
Die height: 88 um
Total of max-cap violations: 0
Netlist cell types: 6
Adder Area Share: 0
Post-detail-place hpwl: 1700 um
Cell total in the yosys stat output: 31
RD Place Congestion: 0.697
Io pins: 99
Crit path max-delay family: flip-flops
Drt total wl: 2000 um
Aoi share: 0
Clock slew at reported path FFs: 0.03 ns
Setup crit start kind: flip-flop
Mapped Cells: 31
Top cell excl fill/tap: clkdlybuf4s50_1
Total Power: 2.53 mW
Max-area cell share: 0.417
Leak Pwr: 0.601 nW
Post-layout util: 0.304
CTS tree: built
Latency at later pin: 0.21 ns
Comb power frac: 0.089
Met3 WL: 294 um
Post-Syn Area: 601 sq um
Setup ws final: -0.406 ns
Worst Path Buf+Inv: 1
Sw power: 0.329 mW
Final ANT Viol Nets: 0
Worst vdd ir: 0.831 mV
Synth warn: 1
CP max stage cell: dfrtn_1
Failing checks: setup timing
Top cells by area, synth: dfrtp_1, edfxtp_1, dfxtp_1
Max Slew Vio Count: 0
Synth Area in Simple Gates: 0
Int Pwr: 2.20 mW
Uppermost layer routed: met4
Critical path class: flip-flop to primary output
Yosys synthesis chip area: 601 sq um
Log Warnings: 154
Top comb family, area: multiplexers
M1 wire length: 666 um
Layout Skew: 0 ns
Fraction of layout cells with a size suffix above 1: 0.284
Starting Density: 0.136
Crit path DRT: 0.80 ns
-- metrics by stage --
stage          TNS, ns  instance area [sq um]
3_5_place_dp     -2.35                   1200
3_3_place_gp     -2.25                   1200
4_1_cts         -0.424                   1370
6_report        -0.406                   1340
2_1_floorplan  -0.0372                    601
5_1_grt         -0.436                   1340
-- power groups by stage --
stage | sequential (mW) | clock (mW) | combinational, mW
finish | 0.962 | 1.35 | 0.226
global route | 0.966 | 1.59 | 0.247
CTS | 0.961 | 1.54 | 0.243
-- synth_stat cells --
| cell type | count |
|---|---|
| dfrtn_1 | 1 |
| dfrtp_1 | 10 |
| dfxtp_1 | 5 |
| edfxtp_1 | 5 |
| inv_1 | 5 |
| mux2_2 | 5 |
-- kinds of logic after synthesis --
logic type,Yosys count
mux,5
buf+inv,5
flops,21
-- final cells by class --
type                            count  area, sq um
Inverter                            5         18.8
Timing Repair Buffer               55          498
Tap cell                           52         65.1
Multi-Input combinational cell      5         56.3
Sequential cell                    21          526
Fill cell                         444         3070
Clock buffer                       16          180
-- metal layers --
metal / vias up / GRT usage
li1: 239 / -
met1: 236 / 0.0456
met2: 29 / 0.0807
met3: 4 / 0.0374
met4: 0 / 0.0203
met5: - / 0
-- what timing repair did --
action | in CTS | in global routing
hold buffers | 0 | 0
endpoints found under the setup margin | 22 | 7
gates cloned | 0 | 0
gates resized | 40 | 6
-- final timing paths --
path                                   startpoint                end  slack (ns)  depth (start not counted)
min in group clk0                           c[19]    a[19]$_DFF_PP0_        0.43                          1
worst min register to register  a[18]$_DFFE_PN0P_  a[18]$_DFFE_PN0P_        0.50                          1
worst max register to register  a[14]$_DFFE_PP0N_  a[14]$_DFFE_PP0N_        0.25                          1
max in group asynchronous                  clr[2]    a[11]$_DFF_NP0_        0.30                          2
worst min-delay path                       clr[1]  a[13]$_DFFE_PP0P_        0.14                          2
worst max-delay path              a[11]$_DFF_NP0_              a[11]       -0.41                          1
Power figures rest on the tool's default switching activity, not on a simulated workload.
